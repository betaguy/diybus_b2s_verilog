==> design.v <==
module	b2s_transmitter
(
	clk,			 
	din,			 
	b2s_dout		 
);
parameter	WIDTH=32;	 
input				clk;
input	[WIDTH-1:0]	din;
output				b2s_dout;
reg			b2s_dout_r;
reg	[3:0]	state;
reg	[9:0]	cnt;
reg	[4:0]	count;	 
always @ (posedge clk)
begin
	case(state)
	0:	begin
			count<=0;
			b2s_dout_r<=1;
			if(cnt==19)		 
				begin
					state<=1;
					cnt<=0;
				end
			else
				begin
					cnt<=cnt+1;
				end
		end
	1:	begin
			b2s_dout_r<=0;
			if(cnt==19)		 
				begin
					state<=2;
					cnt<=0;
				end
			else
				begin
					cnt<=cnt+1;
				end
		end
	2:	begin
			b2s_dout_r<=1;
			if(cnt==19)		 
				begin
					cnt<=0;
					state<=3;
				end
			else
				begin
					cnt<=cnt+1;
				end
		end
	3:	begin
			if(din[count]==1)
				state<=4;
			else
				state<=8;
		end
	4:	begin
			b2s_dout_r<=0;
			if(cnt==9)		 
				begin
					cnt<=0;
					state<=5;
				end
			else
				begin
					cnt<=cnt+1;
				end
		end
	5:	begin
			b2s_dout_r<=1;
			if(cnt==29)		 
				begin
					cnt<=0;
					state<=6;
				end
			else
				begin
					cnt<=cnt+1;
				end
		end
	8:	begin
			b2s_dout_r<=0;
			if(cnt==29)		 
				begin
					cnt<=0;
					state<=9;
				end
			else
				begin
					cnt<=cnt+1;
				end
		end
	9:	begin
			b2s_dout_r<=1;
			if(cnt==9)		 
				begin
					cnt<=0;
					state<=6;
				end
			else
				begin
					cnt<=cnt+1;
				end
		end
	6:	begin
			count<=count+1'b1;
			state<=7;
		end
	7:	begin
			if(count==WIDTH)	 
				begin
					b2s_dout_r<=1;
					if(cnt==999)	 
						begin
							cnt<=0;
							state<=0;
						end
					else
						begin
							cnt<=cnt+1;
						end
				end
			else				 
				state<=3;
		end
	default:	begin
					state<=0;
					cnt<=0;
					count<=0;
				end
	endcase
end
assign	b2s_dout=b2s_dout_r;
endmodule	
==> run.sh <==
#!/bin/bash
# OpenROAD 26Q1-2900-gdf79404cd8, Yosys 0.63+post, stock flow scripts
make -C /OpenROAD-flow-scripts/flow DESIGN_CONFIG=/design/flow/config.mk WORK_HOME=/design/flow/orfs finish
==> config.mk <==
export PLATFORM = sky130hd
export DESIGN_NAME = b2s_transmitter
export DESIGN_NICKNAME = b2s_transmitter
export VERILOG_FILES = /design/flow/design.v
export SDC_FILE = /design/flow/constraint.sdc
export NUM_CORES = 4
export LEC_CHECK = 1
export CORE_UTILIZATION = 30
==> constraint.sdc <==
current_design b2s_transmitter

set clk_period 2.4
set clk_io_pct 0.2

create_clock -name clk0 -period $clk_period [get_ports {clk}]

set non_clock_inputs [all_inputs -no_clocks]
set_input_delay [expr $clk_period * $clk_io_pct] -clock clk0 $non_clock_inputs
set_output_delay [expr $clk_period * $clk_io_pct] -clock clk0 [all_outputs]
==> job_summary.md <==
## Implementation flow summary

| Metric | Value |
|---|---|
| Fp_density | `0.314` |
| Post-DP Area | `0.00186 mm²` |
| Final Hold Fails | `0` |
| Synth top cell by count | `edfxtp_1` |
| Clock Path Buffers | `2` |
| Chip Area, Yosys | `0.00148 mm²` |
| Async S/R FF share, synth | `0` |
| Detailed Route WL | `3060 µm` |
| Post-Synthesis Cell Area | `0.00148 mm²` |
| PD cells | `346 mW/mm²` |
| Crit-path max cell delay | `470 ps` |
| R2R Path End | `cnt[7]` |
| CP max-delay cell | `edfxtp_1` |
| R2R setup slack | `380 ps` |
| Via count | `1,185` |
| Unrepaired setup endpoints after global routing | `false` |
| Mapped Cells | `152` |
| Leak pwr | `0.663 nW` |
| Placed Cells | `246` |
| Initial drt markers | `70` |
| Total Routing Usage GR | `0.128` |
| Worst setup path end | `cnt[7]` |
| Synth Flop Type | `edfxtp_1` |
| Post-CTS Resized | `0` |
| Die width | `72.3 µm` |
| Unique masters post-synth | `35` |
| Outcome | `finished clean` |
| Most frequent cells after synthesis | `edfxtp_1, nor2_1, mux2i_1` |
| CP Data Arrival Time | `2020 ps` |
| TritonCTS buffer count | `3` |
| Cell depth of the worst setup path | `7` |
| Fin crit period | `2020 ps` |
| Synth flops | `20` |
| CORE AREA | `0.00472 mm²` |
| Routed Antenna Nets | `0` |
| Worst min-delay path class | `flop to flop` |
| DR vias/cell | `4.76` |
| MaxCap Viol Count | `0` |
| CTS H-tree lvls | `1` |
| Worst r2r path cells | `7` |
| CTS tree | `yes` |
| Drt pass-1 iters | `4` |
| Syn_area_per_cell | `9.75 µm²` |
| Final Cycle Share | `0.840` |
| Worst Setup End Kind | `flop` |
| VDD IR max | `0.282 mV` |
| Final hold slack | `647 ps` |
| DP HPWL | `2300 µm` |
| Worst-path clk slew | `70 ps` |
| # rows | `25` |
| Area leader, netlist | `edfxtp_1` |
| Yosys Warn Count | `1` |
| Antenna violations before repair | `0` |
| First-pass GRT wire length | `5160 µm` |
| Root Driver | `clkbuf_8` |
| Final instance area | `0.00190 mm²` |
| Setup repair bufs after CTS | `0` |
| Slew @ Worst Pin | `441 ps` |
| Insertion Delay late pin | `250 ps` |
| Layout cell share with drive strength beyond 1 | `0.0549` |
| Area growth from synthesis to layout | `28.0%` |
| Setup TNS after final layout | `0 ps` |
| Routed length per instance | `12.3 µm` |
| Final setup violation count | `0` |
| Worst-path cell chain | `ha_1 > nor3b_1 > nand4_1 > nand3_1 > o311a_1 > buf_4 > nor2_1` |
| Global route overflow | `0` |
| Setup CP Type | `flop to flop` |
| CP required | `2410 ps` |
| PortBufs | `33` |
| Top-area cell share | `0.405` |
| Post-synthesis sequential area ratio | `0.405` |
| RR Startpoint | `cnt[0]` |
| Post-synth EDFFs | `20` |
| Power Total | `0.000655 W` |
| Yosys Instances | `152` |
| Clk_skew | `3.35 ps` |
| Top Family by Delay on Critical Path | `simple AND/OR/NAND/NOR gates` |
| I/O pin count | `34` |
| Tool warnings | `26` |
| Sink Count | `20` |
| Chip Height | `72.3 µm` |
| Startpoint types | `flop` |
| Diodes inserted | `0` |
| Hold-fix buffers at CTS | `0` |
| Final Max-Slew Violation Tally | `0` |
| Slew headroom | `0.706` |
| Final std cells w/o fill | `249` |
| CP max FO | `9` |
| CP bufs+invs | `1` |
| Remaining DRCs | `0` |
| Fmax | `0.496 GHz` |
| Die area | `0.00522 mm²` |
| Synth area leaders | `edfxtp_1, mux2i_1, xor2_1, nand3_1, nor2_1` |
| Pin count of the biggest net entering global routing | `14` |
| Gpl congestion | `0.854` |
| Setup crit start | `cnt[0]` |
| Vias in the first global route | `1,102` |
-- per-stage QoR --
step	worst slack [ps]	util
2_1_floorplan	721	-
3_3_place_gp	415	0.393
3_5_place_dp	393	0.393
4_1_cts	353	0.402
5_1_grt	126	0.402
6_report	383	0.402
-- placed cells by master, fill, tap and decap left out, types with 2 or more instances in the layout --
cell,count
xor2_1,9
nand4_1,2
clkdlybuf4s50_1,33
a31oi_1,2
nor2_1,19
nand2b_4,2
a21oi_1,8
nand3_1,15
edfxtp_1,20
ha_1,3
nor2b_1,2
a22o_1,2
xnor2_1,2
and3_1,3
nor3_1,4
nand2b_1,3
a21o_1,2
o21ai_0,4
mux2i_1,16
nand2_1,7
inv_1,4
clkbuf_8,3
a22oi_1,4
-- final cells by class --
class                   count  area [µm²]
repair buffers             35         358
fillers                   467        2830
multi-input cells         120         798
well taps                  67        83.8
inverters                   4        15.0
flip-flops and latches     20         601
clock buffers               3        41.3
-- power breakdown --
part / internal, W / switching, W
clock: 0.000111 / 0.000103
combinational: 0.0000508 / 0.0000126
sequential: 0.000378 / 0
-- worst register-to-register path, cell delays in order (launching register included) --
cell and delay [ps]:
edfxtp_1 470, ha_1 290, nor3b_1 200, nand4_1 110, nand3_1 120, o311a_1 300
buf_4 220, nor2_1 60
-- cell families after synthesis --
family | share of synthesized area
AND/OR/NAND/NOR | 0.215
flip-flops | 0.405
buffers and inverters | 0.0557
XOR/XNOR | 0.0650
AND-OR/OR-AND | 0.125
multiplexers | 0.108
adder cells (fa/ha/maj) | 0.0253
-- worst min path at each step --
stage / startpoint / end / slack [ps] / cells past startpoint
4_1_cts: count[0] / count[0] / 660 / 1
5_1_grt: cnt[6] / cnt[6] / 700 / 2
6_report: count[0] / count[0] / 650 / 1
-- routing by layer --
layer | part of all wire | global-route usage
met1 | 0.48 | 0.203
met2 | 0.42 | 0.193
met3 | 0.093 | 0.0324
met4 | 0.0039 | 0.00871
met5 | 0 | 0
-- flip-flops by register name, indices dropped and copies added (netlist names) --
name	cells
cnt	10
count	5
state	4
b2s_dout_r	1
Power is estimated from default activity; no workload was simulated.
